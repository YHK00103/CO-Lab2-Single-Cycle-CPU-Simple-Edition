$ cat ./design.v
`timescale 1ns/1ps
module ProgramCounter(
    clk_i,
	rst_i,
	pc_in_i,
	pc_out_o
	);
input           clk_i;
input	        rst_i;
input  [32-1:0] pc_in_i;
output [32-1:0] pc_out_o;
reg    [32-1:0] pc_out_o;
always @(posedge clk_i) begin
    if(~rst_i)
	    pc_out_o <= 0;
	else
	    pc_out_o <= pc_in_i;
end
endmodule
$ cat ./run.sh
#!/bin/bash
# OpenROAD 26Q1-2900-gdf79404cd8, Yosys 0.63+post, stock flow scripts
make -C /OpenROAD-flow-scripts/flow DESIGN_CONFIG=/design/flow/config.mk WORK_HOME=/design/flow/orfs finish
$ cat ./constraint.sdc
current_design ProgramCounter

set clk_period 1.0
set clk_io_pct 0.2

create_clock -name clk0 -period $clk_period [get_ports {clk_i}]

set non_clock_inputs [all_inputs -no_clocks]
set_input_delay [expr $clk_period * $clk_io_pct] -clock clk0 $non_clock_inputs
set_output_delay [expr $clk_period * $clk_io_pct] -clock clk0 [all_outputs]
$ cat ./config.mk
export PLATFORM = sky130hd
export DESIGN_NAME = ProgramCounter
export DESIGN_NICKNAME = ProgramCounter
export VERILOG_FILES = /design/flow/design.v
export SDC_FILE = /design/flow/constraint.sdc
export NUM_CORES = 4
export LEC_CHECK = 1
export CORE_AREA = 10 10 90 90
export DIE_AREA = 0 0 100 100
==> results_tabular.tex <==
% Synthesis and place-and-route results
\begin{tabular}{lr}
\hline
Metric & Value \\
\hline
\multicolumn{2}{l}{\textbf{Synth}} \\
\# Cells Yosys & 67 \\
Chip area estimate from yosys synthesis & 895.9 um\^{}2 \\
Combined area of all synthesized cells & 895.9 um\^{}2 \\
Count of yosys warnings during synthesis & 1 \\
Mean cell area of the mapped netlist & 13.37 um\^{}2 \\
Synthesized instance count & 67 \\
Post-synthesis register bit count & 32 \\
Number of distinct library cell variants in the gate-level netlist after synthesis & 3 \\
Share of the yosys chip area belonging to registers & 0.7151 \\
\multicolumn{2}{l}{\textbf{STA}} \\
Worst-Margin Slew & 151.5 ps \\
Final Max Slew Viols & 0 \\
Clock period minus worst slack & 948.1 ps \\
Worst hold margin & 515.9 ps \\
Max-Slew Margin vs Limit & 0.8990 \\
Final clock period utilization by the worst path & 0.9481 \\
Count of endpoints failing setup in the final report & 0 \\
Unrepaired setup endpoints after global routing & false \\
Hold Fails Final Rpt & 0 \\
Maximum achievable frequency & 1.055 GHz \\
\multicolumn{2}{l}{\textbf{Global routing}} \\
Wire length of the first global-routing pass & 4015 um \\
Number of antenna violations at the first check in global routing & 0 \\
Vias in the first global route & 767 \\
Residual overflow from global routing & 0 \\
Pin count of the biggest net entering global routing & 21 \\
Global Route Usage Sum & 0.05017 \\
\multicolumn{2}{l}{\textbf{Routing}} \\
Post-DR wirelength/cell & 12.10 um \\
Total number of vias & 685 \\
Number of DRC markers in iteration 0 & 2 \\
Antenna diodes & 0 \\
Via density per instance & 3.186 \\
Drt first pass iters & 2 \\
DRC violations left & 0 \\
Final ANT Viol Nets & 0 \\
Wire length reported by the detailed router & 2602 um \\
\multicolumn{2}{l}{\textbf{CTS}} \\
Clk sink count & 32 \\
Clock transition at path regs & 70 ps \\
Buffer cell driving the clock tree root & clkbuf\_8 \\
H-tree depth & 2 \\
Buffers inserted during post-CTS setup optimization & 0 \\
CTS tree & done \\
Buffer depth of the longest clock path & 2 \\
Number of clock buffers inserted by TritonCTS & 5 \\
\multicolumn{2}{l}{\textbf{Layout}} \\
Filler Cell Count & 672 \\
Proportion of layout cells with a drive suffix above 1 & 0.5435 \\
Top Registers & pc\_out\_o: 32 flops \\
Non-filler instance count after layout & 215 \\
Top reg by flops & pc\_out\_o \\
Final core utilization & 0.2629 \\
Layout-stage area growth over the synthesis result & 84.22\% \\
Number of flip-flops in the largest register & 32 \\
\multicolumn{2}{l}{\textbf{Setup path}} \\
Max FO, Critical Path & 1 \\
Count of buffer and inverter cells on the critical path & 1 \\
Worst stage delay on the critical path & 310 ps \\
Cell family contributing the most delay on the critical path & flip-flops \\
Cell-by-cell trace of the critical path & clkdlybuf4s15\_1 \\
Critical Path Source & pc\_out\_o[19]\$\_SDFF\_PN0\_ \\
CP Class & reg -> out \\
Critical Path RT & 800 ps \\
Critical path launch point type & flop \\
Standard cell with the maximum stage delay on the critical path & dfxtp\_1 \\
Capturing element type of the critical path & primary output \\
WP data arrival & 750 ps \\
\multicolumn{2}{l}{\textbf{Power and ir drop}} \\
Power Total & 2.689 mW \\
Fraction of power consumed by the clock network & 0.394 \\
Switching Share & 0.1911 \\
Maximum vdd drop & 471.3 uV \\
Static Leakage & 0.7100 nW \\
Power Dens Cells & 1629 mW/mm\^{}2 \\
Seq pwr share & 0.507 \\
Logic pwr share & 0.099 \\
Psw & 513.9 uW \\
Design internal power & 2.175 mW \\
\multicolumn{2}{l}{\textbf{Die}} \\
Number of standard-cell rows in the floorplan & 29 \\
Die span in x & 100 um \\
Fp\_density & 0.1427 \\
Die Y-Extent & 100 um \\
IO Pins & 66 \\
DIE AREA & 0.01000 mm\^{}2 \\
Core ar. & 0.006277 mm\^{}2 \\
\multicolumn{2}{l}{\textbf{Placement}} \\
Count of buffers from port buffering & 65 \\
Post-Place Cells & 208 \\
Estimated wirelength of the detail-placed design & 2116 um \\
Gpl congestion & 0.6697 \\
\multicolumn{2}{l}{\textbf{Worst hold path}} \\
Launch instance of the worst min-delay path & pc\_in\_i[2] \\
Class of the tightest hold or removal check & in -> reg \\
\multicolumn{2}{l}{\textbf{Flow run}} \\
Count of warning messages emitted by the tools & 25 \\
Number of max-cap violations & 0 \\
\multicolumn{2}{l}{\textbf{Outcome}} \\
Result of the run & complete, no violations \\
\hline
\end{tabular}
[final cells by class]
type	count	area, um^2	area share
multi-input cells	32	240.2	0.1456
repair buffers	67	560.5	0.3397
well taps	77	96.34	0.05838
flip-flops and latches	32	656.9	0.3980
clock buffers	7	96.34	0.05838
[kinds of logic after synthesis]
logic type,Yosys count,share of synthesized area
buffers and inverters,3,0.01675
flip-flops,32,0.7151
AND/OR/NAND/NOR,32,0.2682
[cell usage in the layout, fill, tap and decap left out]
master,n
dfxtp_1,19
dfxtp_2,13
clkdlybuf4s50_1,33
clkdlybuf4s15_1,11
and2_2,32
buf_2,1
clkbuf_2,20
buf_4,2
clkbuf_8,7
[power by group through the flow]
stage	Sequential [mW]	Combinational, mW	Clock (mW)
final	1.36	0.266	1.06
after CTS	1.36	0.297	1.13
after global routing	1.37	0.294	1.21
[synthesized netlist by cell type, drive strengths merged]
cell type | count | share of area
and2 | 32 | 0.27
clkbuf | 3 | 0.017
dfxtp | 32 | 0.72
[metrics by stage]
stage / setup slack [ps] / setup TNS [ps] / instance area (um^2)
finish: 51.94 / 0 / 1650
global route: 0.8140 / 0 / 1650
CTS: 4.681 / 0 / 1738
detailed placement: -126.0 / -3549 / 1643
global placement: -107.5 / -3119 / 1643
floorplan: 404.6 / 0 / 895.9
[path summary, 6_finish.rpt]
check | endpoint | cells past startpoint | slack (ps)
max | pc_out_o[19] | 1 | 50
min | pc_out_o[2]$_SDFF_PN0_ | 2 | 520
[layer usage]
metal	vias up	track usage	share of wire
met5	-	0	0
met4	0	0.01196	0.018
met3	2	0.03192	0.13
met2	38	0.07964	0.47
met1	307	0.05539	0.38
li1	338	-	-
[what timing repair did]
item                                   in CTS  in global routing
pin swaps                                   0                  0
hold buffers                                0                  0
setup endpoints to repair                  32                 24
endpoints found under the hold margin       0                  0
resized                                    69                 30
Power is estimated from default activity; no workload was simulated.

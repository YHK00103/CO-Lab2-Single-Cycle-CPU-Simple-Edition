==> design.v <==
`timescale 1ns/1ps
module Adder(
    src1_i,
	src2_i,
	sum_o
	);
input  [32-1:0]  src1_i;
input  [32-1:0]	 src2_i;
output [32-1:0]	 sum_o;
wire    [32-1:0]	 sum_o;
    assign sum_o = src1_i + src2_i;
endmodule
==> run.sh <==
#!/bin/bash
# OpenROAD 26Q1-2900-gdf79404cd8, Yosys 0.63+post, stock flow scripts
make -C /OpenROAD-flow-scripts/flow DESIGN_CONFIG=/design/flow/config.mk WORK_HOME=/design/flow/orfs finish
==> config.mk <==
export PLATFORM = sky130hd
export DESIGN_NAME = Adder
export DESIGN_NICKNAME = Adder
export VERILOG_FILES = /design/flow/design.v
export SDC_FILE = /design/flow/constraint.sdc
export NUM_CORES = 4
export LEC_CHECK = 1
export CORE_AREA = 10 10 94 94
export DIE_AREA = 0 0 104 104
==> constraint.sdc <==
current_design Adder

set clk_period 18.1
set clk_io_pct 0.2

create_clock -name clk0 -period $clk_period

set non_clock_inputs [all_inputs -no_clocks]
set_input_delay [expr $clk_period * $clk_io_pct] -clock clk0 $non_clock_inputs
set_output_delay [expr $clk_period * $clk_io_pct] -clock clk0 [all_outputs]
==> impl_metrics.env <==
# physical design summary
export IMPL_fmax_mhz=98.1
export IMPL_ir_drop_v=0.0000160
export IMPL_grtUsageTotal_pct=10.2
export IMPL_fin_area_sq_mm=0.00278
export IMPL_post_synth_cell_area_avg_sq_um=7.24
export IMPL_crit_type="input pin to primary output"
export IMPL_postLayoutSetupSlackWorst_ns=7.90
export IMPL_place_area_sq_mm=0.00278
export IMPL_tool_warnings=32
export IMPL_avgRoutedWirePerCell_microns=13.8
export IMPL_slew_headroom_pct=64.4
export IMPL_slowest_stage="clkdlybuf4s50_1"
export IMPL_design_seq_count=0
export IMPL_antenna_cells=0
export IMPL_synth_area_sq_mm=0.00174
export IMPL_powerDensity_mw_per_mm2=38.3
export IMPL_cp_start_kind="input pin"
export IMPL_slowest_delay_ns=0.49
export IMPL_p_leak_nw=1.18
export IMPL_cp_cell_sequence="clkdlybuf4s50_1 > ha_1 > fa_1 > a21o_1 > a31o_2 > nand3_1 > o221ai_1 > a311oi_1 > o21bai_1 > xor2_1 > clkdlybuf4s50_1"
export IMPL_rsz0062_at_grt="no"
export IMPL_cp_max_fo=4
export IMPL_antenna_found_initial=0
export IMPL_maxSlewViolCount=0
export IMPL_die_area_sq_mm=0.0108
export IMPL_dp_cells=422
export IMPL_globalplace_congestion=0.819
export IMPL_grt_max_degree=11
export IMPL_worst_slew_pin_slew_ns=0.521
export IMPL_crit_arrival_ns=6.58
export IMPL_crit_family="AND-OR/OR-AND gates"
export IMPL_drt_iter0_markers=80
export IMPL_status="completed"
export IMPL_io_buffer_count=96
export IMPL_first_global_vias=2035
export IMPL_seq_area_sq_um=0
export IMPL_yosys_warnings=0
export IMPL_dp_hpwl_mm=5.17
export IMPL_grt_pass1_wl_mm=9.67
export IMPL_ctsResizeCount=0
export IMPL_synthCells=241
export IMPL_crit_required_ns=14.48
export IMPL_cts_setup_buffers=0
export IMPL_ys_cells=241
export IMPL_dp_slack_ns=7.89
export IMPL_via_per_inst=4.92
export IMPL_synth_cell_type_count=50
export IMPL_routed_wl_mm=5.81
export IMPL_grt_overflow=0
export IMPL_setup_violations=0
export IMPL_fp_row_count=30
export IMPL_timing_critical_path_buf_inv=2
export IMPL_finalSetupTns_ns=0
export IMPL_area_growth_pct=59.5
export IMPL_period_used_pct=56.3
export IMPL_layoutNonFillerInstCount=422
export IMPL_end_kind="primary output"
export IMPL_chipHeight_microns=104
export IMPL_die_w_microns=104
export IMPL_clkbuf_count=0
export IMPL_fp_util_pct=25.5
export IMPL_fin_util_pct=40.7
export IMPL_yosys_stat_seqShare_pct=0
export IMPL_ys_chip_area_sq_mm=0.00174
export IMPL_cts_hold_buf=0
export IMPL_cap_viol_max_count=0
export IMPL_cp_common_cell="clkdlybuf4s50_1"
export IMPL_dr_pass1_iters=6
export IMPL_drt_antenna_violating_nets=0
export IMPL_core_area_sq_mm=0.00683
export IMPL_min_period_ns=10.20
export IMPL_drc=0
export IMPL_min_delay_path_class="input pin to primary output"
export IMPL_io_pins=96
export IMPL_drive_above_1_share_pct=3.07
export IMPL_hold_violations=0
export IMPL_via_count=2077
## cell families (layout without fill, tap and decap cells)
kind of cell | after synthesis | after routing | share of synthesized area, %
muxes | 2 | 2 | 1.15
buffers and inverters | 17 | 102 | 3.80
and+or+nand+nor | 65 | 65 | 18.3
adders and majority gates | 32 | 32 | 23.4
xor gates and xnor gates | 28 | 28 | 14.1
AOI/OAI and AO/OA | 97 | 97 | 39.3
## cells in the final DEF, fill, tap and decap left out, drive strengths merged, types with 2 or more instances in the layout
cell type / Yosys / final
o211ai: 3 / 3
nand2b: 2 / 2
clkdlybuf4s50: 0 / 96
o221ai: 2 / 2
mux2i: 2 / 2
or2: 3 / 3
o21ai: 15 / 15
nand4: 8 / 8
inv: 6 / 6
a31oi: 3 / 3
a21o: 19 / 19
a21oi: 29 / 29
nor2: 12 / 12
a211oi: 3 / 3
o21bai: 5 / 5
nand3: 10 / 10
xnor2: 13 / 13
nor3: 4 / 4
o21a: 2 / 2
o311ai: 2 / 2
nand2: 18 / 18
ha: 31 / 31
a311oi: 3 / 3
xor2: 15 / 15
## layer usage
metal	GRT usage (%)	part of all wire [%]	wire length, microns
met5	0	0	0
met2	16.7	44	2580
met4	0	0	0
met1	14.3	49	2850
met3	2.07	6.6	382
## power breakdown
group          total, mW  internal (mW)  switching (mW)
sequential             0              0               0
combinational      0.107         0.0643          0.0423
clock                  0              0               0
## path summary, 6_finish.rpt
check	startpoint	to	slack (ns)	cells past startpoint
worst max-delay path	src1_i[0]	sum_o[26]	7.90	11
worst min-delay path	src2_i[0]	sum_o[0]	8.28	3
## per-stage QoR
| step | total power [mW] | hold WS (ns) |
|---|---|---|
| 6_report | 0.107 | 8.28 |
| 4_1_cts | 0.108 | 8.29 |
| 2_1_floorplan | 0.0513 | 7.31 |
| 3_5_place_dp | 0.108 | 8.29 |
| 3_3_place_gp | 0.108 | 8.27 |
| 5_1_grt | 0.119 | 8.29 |
## cells in the mapped netlist, types with 2 or more instances
cell type,n,area [sq um]
o21bai_1,4,30.0
buf_2,2,10.0
o311ai_1,2,17.5
mux2i_1,2,20.0
o21ai_0,13,65.1
a31oi_1,3,18.8
o21a_1,2,15.0
o221ai_1,2,17.5
nor2_1,12,45.0
a21o_1,19,143
a311oi_1,2,17.5
inv_1,6,22.5
ha_1,31,388
o211ai_1,3,22.5
nand4_1,8,50.1
clkbuf_1,8,30.0
nand2_1,18,67.6
nand3_1,10,50.1
a211oi_1,3,22.5
xnor2_1,13,114
a21oi_1,29,145
nand2b_1,2,12.5
or2_2,3,18.8
nor3_1,4,20.0
xor2_1,15,131
## layout make-up
| class | count | area (sq um) |
|---|---|---|
| well taps | 96 | 120 |
| multi-input cells | 224 | 1680 |
| repair buffers | 96 | 961 |
| fillers | 708 | 4050 |
| inverters | 6 | 22.5 |
No activity file was given, so power comes from the tool's default toggle rates.

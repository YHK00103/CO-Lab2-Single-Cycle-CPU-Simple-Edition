==> /design/flow/run.sh <==
#!/bin/bash
# OpenROAD 26Q1-2900-gdf79404cd8, Yosys 0.63+post, stock flow scripts
make -C /OpenROAD-flow-scripts/flow DESIGN_CONFIG=/design/flow/config.mk WORK_HOME=/design/flow/orfs finish
==> /design/flow/constraint.sdc <==
current_design ALU

set clk_period 14.8
set clk_io_pct 0.2

create_clock -name clk0 -period $clk_period

set non_clock_inputs [all_inputs -no_clocks]
set_input_delay [expr $clk_period * $clk_io_pct] -clock clk0 $non_clock_inputs
set_output_delay [expr $clk_period * $clk_io_pct] -clock clk0 [all_outputs]
==> /design/flow/design.v <==
`timescale 1ns/1ps
module ALU(
    src1_i,
	src2_i,
	ctrl_i,
	result_o,
	zero_o
	);
input signed [32-1:0]  src1_i;
input signed [32-1:0]  src2_i;
input  [4-1:0]   ctrl_i;
output [32-1:0]	 result_o;
output           zero_o;
reg    [32-1:0]  result_o;
wire             zero_o;
assign zero_o = result_o;
always @(ctrl_i, src1_i, src2_i) begin
	case(ctrl_i)
		0: result_o <= src1_i & src2_i;                        
		1: result_o <= src1_i | src2_i;                          
		2: result_o <= src1_i + src2_i;                         
		5: result_o <= (src1_i < src2_i) ? 1 : 0;            
		6: result_o <= src1_i - src2_i;                          
		7: result_o <= (src1_i < src2_i) ? 1 : 0;            
		8: result_o <= src1_i + src2_i;                         
		10: result_o <=(src1_i == src2_i) ? 1 : 0;         
		default: result_o <= 0;
	endcase
end
endmodule
==> /design/flow/config.mk <==
export PLATFORM = sky130hd
export DESIGN_NAME = ALU
export DESIGN_NICKNAME = ALU
export VERILOG_FILES = /design/flow/design.v
export SDC_FILE = /design/flow/constraint.sdc
export NUM_CORES = 4
export LEC_CHECK = 1
export CORE_UTILIZATION = 30
==> deck_impl_summary.md <==
Synthesis and Place & Route Summary

Outcome
  – Outcome: complete, no violations

STA
  – Slew headroom: 0.3962
  – Fmax: 99.98 MHz
  – Setup WS post-layout: approximately 4.8 ns
  – RSZ-0062 raised after global routing: no
  – Setup TNS: 0 ns
  – Setup violations, final: 0
  – Final Hold Viols: 0
  – Crit share post-route: 0.6758
  – Worst-Margin Slew: between 0.9 and 1 ns
  – Period minus WS final: 10.00 ns
  – Final max-slew violation count: 0

Job
  – Stage-log warning count: 96
  – Max cap viols: 0

Placement
  – Area after DPL: approximately 0.006 mm^2
  – Pre-CTS setup slack: slightly below 5 ns
  – Post-DP HPWL: 12.66 mm
  – Routability Congestion: 0.9588
  – Port bufs: a little over 100

Clock tree
  – Setup Fix Bufs, Post-CTS: 0
  – PostCTS Resize Cnt: 0
  – Cts hold-fix bufs: 0

Yosys
  – Ys cells: 705
  – Yosys warns: 1
  – Unique cell types: 64
  – Mean Syn Cell Area: ~6.7 um^2
  – Syn Inst Count: 705
  – Cell Area, Synth: around 0.0047 mm^2
  – YS chip area: about 0.0047 mm^2
  – Seq/Total Area, Yosys: 0

Worst setup path
  – Setup CP Type: in2out
  – CP Cell Sequence: clkdlybuf4s50_1 -> inv_1 -> ha_1 -> or3b_1 -> a311o_1 -> o211ai_2 -> a21oi_2 -> a21oi_1 -> o31ai_1 -> a21oi_1 -> nor2b_1 -> o21ai_0 -> clkdlybuf4s50_1
  – Max incr delay on CP: around 0.54 ns
  – CP Data Arrival Time: about 7.0 ns
  – Crit path max fanout: 10
  – Crit-path slowest cell: a21oi_1
  – Nature of the critical path endpoint: primary output
  – Data required, critical path: between 10 and 15 ns
  – Critical Path Start Type: input port

Cells and area
  – Area Growth Syn to Fin: 24.47%
  – FILL cells: around 1600
  – Top cell excl fill/tap: clkdlybuf4s50_1
  – Final std cell area, no fill: ~0.0059 mm^2
  – Most common logic cells in the final layout: clkdlybuf4s50_1, ha_1, inv_1
  – Share of post-route cells with drive strength above 1: 0.02474
  – Clock buffer cells: 0
  – Seq Cell Count: 0
  – Register Area: 0 um^2

Pwr
  – Clock share of power: 0
  – Combinational power share: 1.000
  – VDD IR max: between 0.015 and 0.02 mV
  – Psw: roughly 120 uW
  – Int Pwr: slightly above 100 uW
  – PD cells: between 30 and 40 mW/mm^2
  – Seq pwr share: 0
  – Sw Share: 0.5369
  – LEAKAGE: between 0.002 and 0.003 uW
  – Overall Power: 217.7 uW

Floorplanning
  – Chip Area: 0.01624 mm^2
  – Die width: 127.4 um
  – Row cnt: around 45
  – Die span in y: approximately 130 um
  – Core footprint: about 0.015 mm^2
  – IO Pins: 101
  – Floorplan utilization: 0.3093

Worst hold path
  – HP Start: src2_i[13]
  – Hold depth: 5
  – HP Class: in2out
  – Worst hold endpoint: result_o[13]

GRT
  – Gr ovfl total: 0
  – Largest net degree at the start of global routing: 26
  – GRT Overall Usage: 0.1954
  – First-pass GRT wire length: between 20 and 30 mm
  – Initial antenna violation count: 0
  – Vias in the first global route: between 5000 and 6000

Route
  – Wire per inst: between 15 and 20 um
  – DR vias: around 5400
  – Drt pass-1 iters: 5
  – DRC Markers: 0
  – Vias/cell: 5.552
  – # diodes: 0
  – Starting DRT DRC Count: between 400 and 500
  – Routed WL: 15.81 mm
  – Post-DRT Antenna Nets: 0
[cell families (layout without fill, tap and decap cells)]
family / count (synthesis) / count (layout) / synth area share
XOR/XNOR: 9 / 9 / 0.01670
multiplexers: 3 / 3 / 0.006363
AND/OR/NAND/NOR: 193 / 193 / 0.1959
buffers and inverters: 136 / 199 / 0.1113
adder cells (fa/ha/maj): 98 / 98 / 0.2630
AND-OR/OR-AND: 266 / 266 / 0.4067
[metal layers]
layer,vias up,global-route usage,routed length [um]
li1,2729,-,-
met1,2527,0.2804,7424
met2,167,0.3346,7473
met3,12,0.01024,789
met4,0,0.01821,123
met5,-,0,0
[power groups by stage]
| stage | Clock (uW) | Combinational, uW | Sequential, uW |
|---|---|---|---|
| 4_1_cts | 0 | 216 | 0 |
| 5_1_grt | 0 | 241 | 0 |
| 6_report | 0 | 218 | 0 |
[worst max-delay path, delay by kind of cell]
family	cells	cell delay (ns)
AND-OR/OR-AND	7	2.05
buffers and inverters	3	1.10
adder cells (fa/ha/maj)	1	0.46
AND/OR/NAND/NOR	2	0.46
[synthesized netlist by cell type, types with 3 or more instances]
cell type	count	area, um^2
ha_1	96	1201
inv_1	89	334.1
nor2_1	81	304.0
a21oi_1	63	315.3
clkbuf_1	33	123.9
nand2_1	31	116.4
o21ai_0	31	155.2
a221o_1	30	300.3
o221ai_1	20	175.2
a21o_1	14	105.1
nand3_1	14	70.07
o31ai_1	14	105.1
nor3_1	13	65.06
o21bai_1	13	97.59
nand2b_1	10	62.56
o211ai_1	10	75.07
a221oi_1	8	70.07
nor4_1	8	50.05
o22ai_1	8	50.05
xnor2_1	8	70.07
a211oi_1	7	52.55
a31oi_1	6	37.54
buf_2	6	30.03
nand4_1	6	37.54
nor2b_1	6	37.54
a211o_1	5	43.79
or3_1	5	31.28
a41oi_1	4	35.03
buf_1	4	15.01
o31a_1	4	35.03
a311o_1	3	30.03
and2_1	3	18.77
mux2i_1	3	30.03
nor3b_1	3	22.52
nor4b_1	3	26.28
o21a_1	3	22.52
o311ai_0	3	26.28
or4_1	3	22.52
[worst max-delay path by stage]
stage / start / to / depth (start not counted)
6_report: src1_i[4] / zero_o / 13
5_1_grt: src1_i[4] / result_o[0] / 13
4_1_cts: src1_i[4] / zero_o / 13
[stage by stage]
stage,std cells,hold slack [ns],utilization
finish,979,7.100,0.3850
global route,979,7.185,0.3850
CTS,979,7.119,0.3850
detailed placement,979,7.114,0.3850
global placement,979,7.120,0.3850
floorplan,705,6.091,-
[cell type report]
cell class / count / area, um^2 / area share
multi-input combinational: 569 / 4205 / 0.7159
tap: 211 / 264.0 / 0.04494
timing repair buffer: 108 / 1064 / 0.1810
inverter: 91 / 341.6 / 0.05815
Power and IR drop assume default switching activity.
